<file path="design/flow/config.mk">
export PLATFORM = sky130hd
export DESIGN_NAME = UMBRELLA
export DESIGN_NICKNAME = UMBRELLA
export VERILOG_FILES = /design/flow/design.v
export SDC_FILE = /design/flow/constraint.sdc
export NUM_CORES = 4
export LEC_CHECK = 1
export CORE_AREA = 10 10 83 83
export DIE_AREA = 0 0 93 93
</file>
<file path="design/flow/constraint.sdc">
current_design UMBRELLA

set clk_period 2.1
set clk_io_pct 0.2

create_clock -name clk0 -period $clk_period [get_ports {KEY}]

set non_clock_inputs [all_inputs -no_clocks]
set_input_delay [expr $clk_period * $clk_io_pct] -clock clk0 $non_clock_inputs
set_output_delay [expr $clk_period * $clk_io_pct] -clock clk0 [all_outputs]
</file>
<file path="design/flow/design.v">
module UMBRELLA(input logic [1:0]KEY,  
					 input logic [5:0]SW,  
					 output logic [3:0]LEDG,  
					 output logic [2:0]LEDR,  
					 output logic [6:0]HEX7, HEX6, HEX5, HEX4, HEX3, HEX2, HEX1, HEX0);  
					 logic E1, E2, FN0, FN1, W1, W2, V; 
					 logic [7:0]LOC_STATE; 
					 logic [2:0]ELEVATOR_STATE; 
					 logic [2:0]WEAPON_STATE; 
					 assign LEDG[0] = E1; 
					 assign LEDG[1] = E2; 
					 assign LEDG[2] = FN0;
					 assign LEDG[3] = FN1; 
					 assign LEDR[0] = W1; 
					 assign LEDR[1] = W2; 
					 assign LEDR[2] = V;  
					 WEAPONS_FSM mod3(~KEY[0], KEY[1],  
					 W1, W2,  
					 V,  
					 WEAPON_STATE[2:0]);  
					 ELEVATOR_FSM mod2(~KEY[0], KEY[1],  
					 SW[5], SW[4],  
					 E1, E2,  
					 FN0, FN1,  
					 ELEVATOR_STATE[2:0]);
					 LOCATION_FSM mod1(~KEY[0], KEY[1],  
					 SW[3], SW[2], SW[1], SW[0], SW[5], SW[4],  
					 FN0, FN1,  
					 V,  
					 WEAPON_STATE[2:0],
					 E1, E2,  
					 W1, W2,  
					 LOC_STATE[7:0]); 
					 LOC_DECODE mod4(LOC_STATE[7:0], 
					 HEX0[6:0], HEX1[6:0], HEX2[6:0], HEX3[6:0]);
					 ELEVATOR_DECODE mod5(ELEVATOR_STATE[2:0], 
					 HEX4[6:0], HEX5[6:0]); 
					 WEAPON_DECODE mod6(WEAPON_STATE[2:0], 
					 HEX6[6:0], HEX7[6:0]);	
endmodule
module LOCATION_FSM(input logic RESET, CLOCK,  
						  input logic NORTH, EAST, SOUTH, WEST, UP, DOWN,  
						  input logic FN0, FN1,  
						  input logic V,  
						  input logic [2:0] WEAPON_STATE,
						  output logic E1, E2,   
						  output logic W1, W2,  
						  output logic [7:0]LOC_STATE);  
typedef enum logic [7:0] {EA = 8'b0000_0001, L = 8'b0000_0010, EB = 8'b0000_0100, WBS = 8'b0000_1000, ST = 8'b0001_0000, 
EC = 8'b0010_0000, UAW = 8'b0100_0000, UAL = 8'b1000_0000} statetype;	 
statetype state, nextstate; 
always_ff @ (posedge CLOCK, posedge RESET)  
	if (RESET) state <= EA;  
	else		  state <= nextstate; 
always_comb
	case (state) 
		EA: 
		begin
		    if (NORTH) nextstate = L;
			 else if (~FN1 & FN0 & UP) nextstate = EB;
			 else nextstate = EA; 
	   end 	
		L: 
		begin
		    if (SOUTH) nextstate = EA;
			 else nextstate = L; 
	   end 
		EB:
		begin
			if (~FN0 & DOWN & FN1) nextstate = EA; 
			else if (WEST) nextstate = WBS;
			else if (NORTH) nextstate = ST;
			else if (FN1 & UP & ~FN0) nextstate = EC;
			else nextstate = EB; 
		end
		WBS:
		begin
			if (EAST) nextstate = EB; 
			else nextstate = WBS; 
		end
		ST:
		begin
			if (SOUTH) nextstate = EB; 
			else nextstate = ST; 
		end
		EC:
		begin
		if (WEAPON_STATE[2:0] == 3'b100)  
			nextstate = UAW;
		else nextstate = UAL;
		end
		UAL:
		begin
			nextstate = UAL;  
		end
		UAW: 
		begin
			nextstate = UAW; 
		end	
		default: nextstate = EA; 
	endcase					  
	assign E1 = (state == EA);  
	assign W2 = (state == L);  
	assign E2 = (state == EB);  
	assign W1 = (state == WBS);  
	assign LOSE = (state == UAL);  
	assign WIN = (state == UAW); 
	assign LOC_STATE[7:0] = state;  
endmodule
module ELEVATOR_FSM(input logic RESET, CLOCK, 
						  input logic UP, DOWN, 
						  input logic E1, E2, 
						  output logic FN0, FN1, 
						  output logic [2:0]ELEVATOR_STATE); 
		typedef enum logic [2:0] {FA = 3'b001, FB = 3'b010, FC = 3'b100} statetype; 
		statetype state, nextstate; 
		always_ff @ (posedge CLOCK, posedge RESET)
			if (RESET) state <= FA; 
			else state <= nextstate; 
		always_comb
			case (state)
				FA:
				begin
					if (E1 & UP) nextstate = FB; 
					else nextstate = FA; 
				end
				FB:
				begin
					if (E2 & DOWN) nextstate = FA; 
					else if (E2 & UP) nextstate = FC; 
					else nextstate = FB; 
				end
				FC:
				begin
					if (FC) nextstate = FC; 
				end
				default: nextstate = FA;
			endcase
			assign FN1 = ((state == FB) | (state == FC));
			assign FN0 = ((state == FA) | (state == FC));
			assign ELEVATOR_STATE[2:0] = state; 
endmodule
module WEAPONS_FSM(input logic RESET, CLOCK,
						 input logic W1, W2, 
						 output logic V, 
						 output logic [2:0]WEAPON_STATE);
		typedef enum logic [2:0] {NW = 3'b001, OW = 3'b010, BW = 3'b100} statetype; 
		statetype state, nextstate; 
		logic will_lose; 
		always_ff @ (posedge CLOCK, posedge RESET)
			if (RESET) state <= NW; 
			else state <= nextstate; 
		always_comb
			case (state)
				NW: 
				begin 
					if (W1) 
						nextstate = OW;
					else nextstate = NW;  
				end
				OW:
				begin 
					if (W2) nextstate = BW;
					else nextstate = OW;
				end
				BW:
				begin
					 nextstate = BW;
				end
				default: nextstate = NW;
			endcase
		assign V = (state == BW);
		assign WEAPON_STATE[2:0] = (state);
endmodule
module LOC_DECODE(input logic [7:0]LOC_STATE, 
						output logic [6:0]HEX0, 
						output logic [6:0]HEX1, 
						output logic [6:0]HEX2, 
						output logic [6:0]HEX3);
				logic [7:0]s0, s1, s2, s3, s4, s5, s6, s7;
				assign s0 = 8'b0000_0001, s1 = 8'b0000_0010, s2 = 8'b0000_0100, s3 = 8'b0000_1000,
				s4 = 8'b0001_0000, s5 = 8'b0010_0000, s6 = 8'b0100_0000, s7 = 8'b1000_0000; 
				always_comb
					if (LOC_STATE == s0)
						begin
							HEX3[6:0] = 7'b111_1111;  
							HEX2[6:0] = 7'b111_1111;  
							HEX1[6:0] = 7'b0000_110;  
							HEX0[6:0] = 7'b0001_000;  
						end
					else if (LOC_STATE == s1)
						begin
							HEX3[6:0] = 7'b100_0111;  
							HEX2[6:0] = 7'b000_0011;  
							HEX1[6:0] = 7'b000_0011;  
							HEX0[6:0] = 7'b0011_001;  
						end
					else if (LOC_STATE == s2)
						begin
							HEX3[6:0] = 7'b111_1111;  
							HEX2[6:0] = 7'b111_1111;  
							HEX1[6:0] = 7'b000_0110;  
							HEX0[6:0] = 7'b000_0011;  
						end
					else if (LOC_STATE == s3)
						begin
							HEX3[6:0] = 7'b001_0010;  
							HEX2[6:0] = 7'b000_0110;  
							HEX1[6:0] = 7'b010_0111;  
							HEX0[6:0] = 7'b000_1111;  
						end
					else if (LOC_STATE == s4)
						begin
							HEX3[6:0] = 7'b011_0000;  
							HEX2[6:0] = 7'b000_1111;  
							HEX1[6:0] = 7'b000_0011;  
							HEX0[6:0] = 7'b001_0010;  
						end
					else if (LOC_STATE == s5)
						begin
							HEX3[6:0] = 7'b111_1111;  
							HEX2[6:0] = 7'b111_1111;  
							HEX1[6:0] = 7'b000_0110;  
							HEX0[6:0] = 7'b100_0110;  
						end
					else if (LOC_STATE == s6)
						begin
							HEX3[6:0] = 7'b111_1111;  
							HEX2[6:0] = 7'b011_0000;  
							HEX1[6:0] = 7'b111_1001;  
							HEX0[6:0] = 7'b010_1011;  
						end
					else if (LOC_STATE == s7)
						begin
							HEX3[6:0] = 7'b100_0111;  
							HEX2[6:0] = 7'b100_0000;  
							HEX1[6:0] = 7'b001_0010;  
							HEX0[6:0] = 7'b000_0110;  
						end
					else 
						begin
							HEX3[6:0] = 7'b111_1111;  
							HEX2[6:0] = 7'b111_1111;  
							HEX1[6:0] = 7'b0000_110;  
							HEX0[6:0] = 7'b0001_000;  
						end
endmodule
module ELEVATOR_DECODE(input logic [2:0]ELEVATOR_STATE, 
							  output logic [6:0]HEX4, 
							  output logic [6:0]HEX5); 
	logic [2:0]s0, s1, s2;
	assign s0 = 3'b001, s1 = 3'b010, s2 = 3'b100; 
		always_comb 
			if (ELEVATOR_STATE == s0)  
				begin
					 HEX5[6:0] = 7'b000_1110;  
					 HEX4[6:0] = 7'b000_1000;  
				end
			else if (ELEVATOR_STATE == s1)
				begin
					HEX5[6:0] = 7'b000_1110;  
					HEX4[6:0] = 7'b000_0000;  
				end
			else if (ELEVATOR_STATE == s2)
				begin
					HEX5[6:0] = 7'b000_1110;  
					HEX4[6:0] = 7'b100_0110;  
				end
			else 
				begin
					HEX5[6:0] = 7'b000_1110;  
					HEX4[6:0] = 7'b000_1000;  
				end 
endmodule
module WEAPON_DECODE(input logic [2:0]WEAPON_STATE, 
							output logic [6:0]HEX6, 
							output logic [6:0]HEX7); 
		logic [2:0]s0, s1, s2; 
		assign s0 = 3'b001, s1 = 3'b010, s2 = 3'b100; 
		always_comb
				if (WEAPON_STATE == s0)
				begin
					HEX7[6:0] = 7'b1_000000;  
					HEX6[6:0] = 7'b1111_00_1;  
				end
				else if (WEAPON_STATE == s1)
				begin
					HEX7[6:0] = 7'b1_000000;  
					HEX6[6:0] = 7'b0_1_00_1_00;  
				end
				else if (WEAPON_STATE == s2)
				begin
					HEX7[6:0] = 7'b00000_11;  
					HEX6[6:0] = 7'b0_1_000_11;  
				end
				else 
				begin
					HEX7[6:0] = 7'b1_000000;  
					HEX6[6:0] = 7'b1111_00_1;  
				end                                                                                                                                                                                                                                                                                                                                 
endmodule
</file>
<file path="design/flow/run.sh">
#!/bin/bash
# OpenROAD 26Q1-2900-gdf79404cd8, Yosys 0.63+post, stock flow scripts
make -C /OpenROAD-flow-scripts/flow DESIGN_CONFIG=/design/flow/config.mk WORK_HOME=/design/flow/orfs finish
</file>
==> flow_summary.ini <==
; flow metrics
[critical_path]
r2r_start = mod1.state[6]$_DFF_PN0_
r2r_cells = 3
cp_top_family = buffers and inverters
r2r-end = mod1.state[6]$_DFF_PN0_
slowest_delay_ns = 0.44
criticalPathCategory = reg -> out
cp_slowest_cell = dfrtp_1
crit_path_start_kind = flop
worstPathRequired_ns = 1.68
rrSetupSlack_ns = 0.66
critPathCaptureType = output pin
critPathArrivalTime_ns = 1.66
cp_cell_sequence = buf_6 > nor3_1 > nand2_1 > clkdlybuf4s50_1
critical_path_buf_inv_count = 2
crit_path_max_fanout = 7

[sta]
slew_violations = 0
setup_tns_ns = 0
fin_skew_ns = 0.000635
min_period_ns = 2.08
max_freq_ghz = 0.480
setup_ws_ns = 0.0175
finalSetupViolCount = 0
post-route-period-util_pct = 99.2
hold_ws_ns = -0.308
hold_viol = 14
rsz0062_at_grt = yes

[detailed_routing]
first_pass_iters = 4
diodes = 0
wl_per_cell_um = 14.5
drt_iter0_drc = 95
postRouteAntennaNets = 0
drc_errors = 0
wirelength_mm = 3.91
num_vias = 1181
vias_per_cell = 4.39

[synthesis]
synth-seq-area-share_pct = 30.0
async_flop_share_pct = 100
ys_ff = 14
edf_count = 0
synth.cell_area_um2 = 1180
ys_cells = 144
syn_inst = 144
ys_warn_count = 8
syn_avg_cell_area_um2 = 8.20
ys_types = 42
ys_area_um2 = 1180
flop_cell = dfrtp_1

[place]
place_ws_ns = 0.101
dpl.hpwl_mm = 3.01
gp_congestion = 0.858
portBuffers = 54

[grt]
grt_overflow_total = 0
grt_usage_pct = 8.39
grt_pass1_wl_mm = 6.07
grt_pass1_vias = 1260
grt_antenna_before_repair = 0
grt_max_degree = 10

[job]
max_cap_violations = 0
log.warning_count = 70

[floorplanning]
fp-row-count = 26
io_pins = 71
dieArea_um2 = 8650
fp.dieW_um = 93
core_area_um2 = 5140
fp_util_pct = 23.0
die_y_um = 93

[cells_and_area]
lay_top_cells = clkdlybuf4s50_1 (32), dlygate4sd2_1 (16), conb_1 (15), buf_4 (13), nand2_1 (9)
syn_to_final_growth_pct = 67.7
drive_above_1_share_pct = 29.1
lay_top_count = clkdlybuf4s50_1

[power_and_ir_drop]
internal_power_mw = 1.07
p_comb_share_pct = 38.9
sequentialPowerShare_pct = 22.3
p_switching_mw = 0.426
switching_share_pct = 28.6
pwr-share-clk_pct = 38.7
ir_worst_vdd_mv = 0.335
leakagePower_nw = 0.915
p_per_area_nw_per_um2 = 753

[clocking]
cts_tree = built
cts_hold_buf = 0
clk_pin_slew_ns = 0.05
clk-insertion-delay-late_ns = 0.22

[outcome]
status = finished with violations
failed_checks = negative hold slack

[worst_hold_path]
min_path_type = clk -> async
## flip-flops by register name (all words and copies together), names as in the netlist
register	count
mod1.state	8
mod2.state	3
mod3.state	3
## power by group through the flow
stage | clock network, mW | logic, mW | registers, mW
finish | 0.578 | 0.581 | 0.333
CTS | 0.675 | 0.574 | 0.331
global route | 0.703 | 0.642 | 0.335
## metal layers
| layer | wire, µm | vias up | GRT usage [%] |
|---|---|---|---|
| met1 | 1650 | 534 | 10.2 |
| met3 | 462 | 8 | 4.28 |
| met4 | 65 | 0 | 2.70 |
| li1 | - | 561 | - |
| met2 | 1730 | 78 | 12.7 |
| met5 | 0 | - | 0 |
## cell families (layout without fill, tap and decap cells)
family	after synthesis	in the layout	share of synthesized area (%)
buffers and inverters	48	90	26.1
other	2	15	0.636
DFF	14	14	30.0
and+or+nand+nor	41	41	20.2
AOI/OAI and AO/OA	39	39	23.1
## cell type report
cell class                      count  area, µm²
Tap cell                           70       87.6
Multi-Input combinational cell     95        672
Clock buffer                        7       96.3
Fill cell                         529       3160
Clock inverter                      1       30.0
Timing Repair Buffer               73        701
Sequential cell                    14        360
Inverter                            9       33.8
## worst max path at each step
| stage | start | to | slack [ns] | cells past startpoint |
|---|---|---|---|---|
| after global routing | mod1.state[4]$_DFF_PN0_ | HEX2[1] | -0.10 | 4 |
| final | mod1.state[4]$_DFF_PN0_ | HEX2[1] | 0.02 | 4 |
| after CTS | mod1.state[7]$_DFF_PN0_ | HEX1[5] | -0.04 | 4 |
## synthesized netlist by cell type (all sizes together), types with 2 or more instances
cell | instances | area share [%]
inv | 9 | 2.9
nor2b | 3 | 1.6
nor3b | 2 | 1.3
nor4 | 2 | 1.6
nor3 | 3 | 1.3
buf | 36 | 22
clkbuf | 3 | 0.95
nand2 | 9 | 2.9
a21o | 4 | 2.5
o21bai | 2 | 1.3
and3 | 2 | 1.1
a21oi | 9 | 3.8
nor2 | 9 | 2.9
o22ai | 2 | 1.1
dfstp | 3 | 6.7
or2 | 2 | 1.1
nand2b | 4 | 2.1
dfrtp | 11 | 23
a22o | 3 | 2.2
a32o | 2 | 1.7
o31ai | 2 | 1.7
conb | 2 | 0.64
o21ai | 7 | 3.0
## timing repair
item	CTS	global route
pin swaps	4	0
resized	44	14
buffers inserted	6	4
setup endpoints to repair	28	15
## worst register-to-register path: cells and delay by family, from the launching register on
family / cells / cell delay [ns]
AOI/OAI and AO/OA: 1 / 0.23
buffers and inverters: 1 / 0.22
DFF: 1 / 0.48
and+or+nand+nor: 1 / 0.42
## stage by stage
stage / power (mW) / std cells / util (%) / area [µm²]
after floorplan: 0.543 / 157 / - / 1230
after global placement: 0.855 / 251 / 32.1 / 1650
after detailed placement: 0.851 / 251 / 32.1 / 1650
after CTS: 1.58 / 265 / 37.0 / 1900
after global routing: 1.68 / 269 / 38.5 / 1980
final: 1.49 / 269 / 38.5 / 1980
No activity file was given, so power comes from the tool's default toggle rates.
